--- flow/constraint.sdc ---
current_design REGISTER_FILE_32x32

set clk_period 2.3
set clk_io_pct 0.2

create_clock -name clk0 -period $clk_period [get_ports {CLK}]

set non_clock_inputs [all_inputs -no_clocks]
set_input_delay [expr $clk_period * $clk_io_pct] -clock clk0 $non_clock_inputs
set_output_delay [expr $clk_period * $clk_io_pct] -clock clk0 [all_outputs]
--- flow/design.v ---
`timescale 1ns/10ps
module REGISTER_FILE_32x32(DATA_R1, DATA_R2, ADDR_R1, ADDR_R2, 
                            DATA_W, ADDR_W, READ, WRITE, CLK, RST);
    input READ, WRITE, CLK, RST;
    input [(32 -1):0] DATA_W;
    input [4:0] ADDR_R1, ADDR_R2, ADDR_W;
    output [(32 -1):0] DATA_R1, DATA_R2;
    reg [(32 -1):0] DATA_R1, DATA_R2;
    reg [(32 -1):0] sreg32x32 [(32 -1):0];  
    integer i; 
    initial begin
        for(i = 0; i < (32 -1); i=i+1) begin
            sreg32x32[i]={ 32{1'b1} };
        end
    end
    always @ (negedge RST or posedge CLK) begin
        if (RST === 1'b0)  begin
            for(i=0;i<=(32 -1); i = i +1) begin
                sreg32x32[i] = { 32{1'b0} };
            end
        end
        else begin
            if ((READ===1'b1)&&(WRITE===1'b0))  begin
                DATA_R1 = sreg32x32[ADDR_R1];
                DATA_R2 = sreg32x32[ADDR_R2];
            end
            else if ((READ===1'b0)&&(WRITE===1'b1))  begin
                sreg32x32[ADDR_W] =  DATA_W;
            end
        end
    end
endmodule
--- flow/run.sh ---
#!/bin/bash
# OpenROAD 26Q1-2900-gdf79404cd8, Yosys 0.63+post, stock flow scripts
make -C /OpenROAD-flow-scripts/flow DESIGN_CONFIG=/design/flow/config.mk WORK_HOME=/design/flow/orfs finish
--- flow/config.mk ---
export PLATFORM = sky130hd
export DESIGN_NAME = REGISTER_FILE_32x32
export DESIGN_NICKNAME = REGISTER_FILE_32x32
export VERILOG_FILES = /design/flow/design.v
export SDC_FILE = /design/flow/constraint.sdc
export NUM_CORES = 4
export LEC_CHECK = 1
export CORE_UTILIZATION = 30
==> qor.yml <==
p_comb_frac: 0.119
cts-htree-levels: 4
fmax_mhz: 415
synth_warnings: 2
critPathKind: "input pin to flop"
switching_share: 0.283
antenna_found_initial: 11
nFillCells: 16500
p_total_mw: 52.5
post-route-period-util: 1.05
drt-initial-drc-count: 5205
slew_viol_final: 0
fp_util: 0.302
flop_area_sq_mm: 0.0275
finalWorstSetupSlack_ps: -111
layout_top_cell: "mux2_2"
cp.required_ps: 2820
path_buffers: 3
tightest_slew_ps: 914
hold_violations: 0
place.gp.congestion: 1.05
die_h_um: 424
status: "finished with violations"
drt_drc_violations_left: 0
drive_gt1_frac: 0.429
cts_tree: "done"
dieArea_sq_mm: 0.179
internal-power_mw: 37.7
worstPathCellList: "buf_4 -> buf_4 -> buf_4 -> mux2i_1 -> nor3_1 -> a21oi_1 -> nand2_1 -> nor4_1 -> a21oi_1"
start_kind: "input pin"
cts-root-buf: "clkbuf_16"
dp_hpwl_mm: 219
violations: "negative setup slack"
ys_cells: 4451
synth_area_per_cell_sq_um: 12.0
p_per_area_mw_per_mm2: 740
vias: 47900
yosys.stat.seqShare: 0.517
viasPerCell: 6.29
clkTransAtPathRegs_ps: 60
edf_count: 64
grt_pass1_wl_mm: 422
min_period_ps: 2410
ios: 115
async_flop_share: 0.941
final_antenna_net_count: 0
critPathMaxStageDelay_ps: 510
hold_class: "input pin to async pin"
max-slew-margin-rel: 0.386
ff_type: "dfrtp_1"
cts.sinks: 1088
drv_cap: 0
setup_violations: 1
clkPwrFrac: 0.416
core_area_sq_mm: 0.176
syn_area_sq_mm: 0.0533
routed_wl_mm: 311
overflow: 0
logic_area_sq_mm: 0.0245
cp_max_fo: 11
die_x_um: 424
wl_per_cell_um: 40.9
cp_slowest_cell: "mux2i_1"
critical_path.top_delay_family: "buffers and inverters"
rows: 154
arrival_ps: 2930
dp.cells: 7344
grt_pass1_vias: 47500
crit_path_end_kind: "flop"
syn_inst: 4451
clockBufferDepth: 3
warnings: 39
ys_ff: 1088
fin_cells: 7613
cts_buffers: 134
grt_setup_unrepaired: "false"
path_common_cell: "buf_4"
final_util: 0.402
most-common-layout-cells: "mux2_2, dfrtp_1, a22oi_1"
synthDistinctLibCells: 70
grt_start_max_net_pins: 114
grt_usage: 0.357
p_leak_nw: 31.7
finClkSkew_ps: 35.9
area_delta_synth_final_pct: 33.0
switching_power_mw: 14.9
clock_latency_ps: 790
drt-pass1-iter-count: 26
ir_drop_uv: 531
yosys.stat.chipArea_sq_mm: 0.0533
p_seq_frac: 0.465
portBuffers: 114
## flip-flops by register name, summed over array words and instances, names as in the netlist
name and cells:
sreg32x32 1024, DATA_R1 32, DATA_R2 32
## synthesized netlist by cell type, drive strengths merged, types with 9 or more instances
| master | number | area [sq um] |
|---|---|---|
| nand4 | 111 | 694 |
| nor2 | 202 | 821 |
| a22oi | 790 | 5940 |
| and3 | 13 | 81.3 |
| dfrtp | 1024 | 25600 |
| a221oi | 20 | 175 |
| nor3 | 57 | 285 |
| a22o | 46 | 403 |
| nor4 | 30 | 188 |
| a222oi | 21 | 210 |
| a221o | 9 | 90.1 |
| mux2i | 25 | 250 |
| mux2 | 1035 | 11700 |
| clkbuf | 198 | 743 |
| nand2 | 222 | 833 |
| a21oi | 115 | 576 |
| nand3b | 13 | 101 |
| edfxtp | 64 | 1920 |
| a32oi | 12 | 105 |
| o21ai | 31 | 155 |
| nand3 | 49 | 250 |
| nor2b | 12 | 75.1 |
| buf | 225 | 1140 |
## metrics by stage
stage	setup slack (ps)	setup TNS [ps]	instance area (sq um)	hold slack, ps
after detailed placement	-1050	-135370	66100	344
after global routing	3.98	0	70900	134
final	-111	-111	70900	113
after floorplan	149	0	53300	164
after global placement	-1050	-136710	66100	346
after CTS	-40.0	-40.0	70700	97.2
## area by class of cell
class                           count  area share
Tap cell                         2340      0.0413
Clock buffer                      188      0.0548
Clock inverter                     56     0.00845
Sequential cell                  1088       0.388
Timing Repair Buffer              993       0.161
Multi-Input combinational cell   2935       0.346
Inverter                            5    0.000265
Antenna cell                        8    0.000282
## kinds of logic (layout without fill, tap and decap cells)
kind of cell,Yosys count,after routing,synth area share
other cells,0,8,0
flops,1088,1088,0.517
compound gates,1106,1106,0.153
mux,1063,1063,0.224
buf+inv,428,1242,0.0356
simple gates,766,766,0.0705
## worst register-to-register path, delay by kind of cell (launching register included)
kind	cells	cell delay [ps]
compound gates	2	360
flops	1	400
mux	1	460
simple gates	3	770
## worst paths after layout
path / startpoint / to / slack (ps) / cells past startpoint
max in group asynchronous: RST / sreg32x32[20][27] / 700 / 4
setup reg to reg: sreg32x32[26][27] / DATA_R2[27] / 30 / 6
hold reg to reg: sreg32x32[20][15] / sreg32x32[20][15] / 520 / 1
hold / removal: RST / sreg32x32[4][0] / 110 / 2
min in group clk0: ADDR_R2[0] / DATA_R2[9] / 520 / 5
setup / recovery: ADDR_R2[1] / DATA_R2[27] / -110 / 9
## power groups by stage
stage / Combinational (mW) / Sequential, mW / Clock (mW)
final: 6.25 / 24.4 / 21.8
after global routing: 6.59 / 24.6 / 22.7
after CTS: 6.13 / 24.3 / 22.1
## repair_timing
item | 4_1_cts | 5_1_grt
hold buffers | 1 | 0
setup endpoints to repair | 7 | 12
resized | 7 | 15
setup buffers | 0 | 16
endpoints found under the hold margin | 103 | 0
pin swaps | 0 | 5
## per-layer routing
layer	global-route usage	part of all wire	wire [um]
met3	0.168	0.13	40800
met5	0.00591	0.00078	243
met2	0.497	0.42	131000
met1	0.457	0.37	115000
met4	0.209	0.079	24400
Power figures rest on the tool's default switching activity, not on a simulated workload.
