File: run.sh
#!/bin/bash
# OpenROAD 26Q1-2900-gdf79404cd8, Yosys 0.63+post, stock flow scripts
make -C /OpenROAD-flow-scripts/flow DESIGN_CONFIG=/design/flow/config.mk WORK_HOME=/design/flow/orfs finish
File: config.mk
export PLATFORM = sky130hd
export DESIGN_NAME = left_shifter
export DESIGN_NICKNAME = left_shifter
export VERILOG_FILES = /design/flow/design.v
export SDC_FILE = /design/flow/constraint.sdc
export NUM_CORES = 4
export LEC_CHECK = 1
export CORE_AREA = 10 10 104 104
export DIE_AREA = 0 0 114 114
File: constraint.sdc
current_design left_shifter

set clk_period 3.1
set clk_io_pct 0.2

create_clock -name clk0 -period $clk_period

set non_clock_inputs [all_inputs -no_clocks]
set_input_delay [expr $clk_period * $clk_io_pct] -clock clk0 $non_clock_inputs
set_output_delay [expr $clk_period * $clk_io_pct] -clock clk0 [all_outputs]
File: design.v
`timescale 1ns/10ps
module barrel_shifter(result, operand, shift, leftNotRight);
	input [31:0] operand;
	input [31:0] shift;
	input leftNotRight;
	output [31:0] result;
	wire [31:0] shiftOut0, shiftOut1, muxOut;
	wire orResult;
	right_shifter rs(.result(shiftOut0), .operand(operand), .shift(shift[4:0]));
	left_shifter ls(.result(shiftOut1), .operand(operand), .shift(shift[4:0]));
	mux32_2x1 m(.result(muxOut), .operand1(shiftOut0), 
		.operand2(shiftOut1), .control(leftNotRight));
	or31x1 or1(orResult, {5'b0,{shift[31:5]}});
	mux32_2x1 m1(.result(result), .operand1(muxOut), 
		.operand2(0), .control(orResult));
endmodule
module left_shifter(result, operand, shift);
	input [31:0] operand;
	input [4:0] shift;
	output [31:0] result;
	wire mOut [3:0][31:0];
	genvar i, m, j, k;
	generate
		for (i=0; i<=31; i=i+1)
		begin : input_mux_gen_loop_
			if(i>0) begin
				mux m1(.result(mOut[0][i]), .operand1(operand[i]), .operand2(operand[i-1]), .control(shift[0]));
			end else begin
				mux m2(.result(mOut[0][i]), .operand1(operand[i]), .operand2(1'b0), .control(shift[0]));
			end
		end
		for (m=0; m<3; m=m+1)
		begin : inner_col_mux_gen_loop_
			for (k=0; k<=31; k=k+1)
			begin : inner_mux_gen_loop_
				if(k>=2**(m+1)) begin
					mux m3(.result(mOut[m+1][k]), .operand1(mOut[m][k]), .operand2(mOut[m][k-2**(m+1)]), .control(shift[m+1]));
				end else begin
					mux m4(.result(mOut[m+1][k]), .operand1(mOut[m][k]), .operand2(1'b0), .control(shift[m+1]));
				end
			end
		end
		for (j=0; j<=31; j=j+1)
		begin : result_mux_gen_loop_
			if(j>16) begin
				mux m5(.result(result[j]), .operand1(mOut[3][j]), .operand2(mOut[3][j-16]), .control(shift[4]));
			end else begin
				mux m6(.result(result[j]), .operand1(mOut[3][j]), .operand2(1'b0), .control(shift[4]));
			end
		end
	endgenerate
endmodule
module right_shifter(result, operand, shift);
	input [31:0] operand;
	input [4:0] shift;
	output [31:0] result;
	wire mOut [3:0][31:0];
	genvar i, m, j, k;
	generate
		for (i=0; i<=31; i=i+1)
		begin : input_mux_gen_loop_
			if(i<31) begin
				mux m1(.result(mOut[0][i]), .operand1(operand[i]), .operand2(operand[i+1]), .control(shift[0]));
			end else begin
				mux m2(.result(mOut[0][i]), .operand1(operand[i]), .operand2(1'b0), .control(shift[0]));
			end
		end
		for (m=0; m<3; m=m+1)
		begin : inner_col_mux_gen_loop_
			for (k=0; k<=31; k=k+1)
			begin : inner_mux_gen_loop_
				if(k<32-2**(m+1)) begin
					mux m3(.result(mOut[m+1][k]), .operand1(mOut[m][k]), .operand2(mOut[m][k+2**(m+1)]), .control(shift[m+1]));
				end else begin
					mux m4(.result(mOut[m+1][k]), .operand1(mOut[m][k]), .operand2(1'b0), .control(shift[m+1]));
				end
			end
		end
		for (j=0; j<=31; j=j+1)
		begin : result_mux_gen_loop_
			if(j<16) begin
				mux m5(.result(result[j]), .operand1(mOut[3][j]), .operand2(mOut[3][j+16]), .control(shift[4]));
			end else begin
				mux m6(.result(result[j]), .operand1(mOut[3][j]), .operand2(1'b0), .control(shift[4]));
			end
		end
	endgenerate
endmodule
module mux(result, operand1, operand2, control);
	input operand1, operand2, control;
	output result;
	wire notwire, and1wire, and2wire;
	not not1(notwire, control);
	and and1(and1wire, operand1, notwire);
	and and2(and2wire, operand2, control);
	or or1(result, and1wire, and2wire);
endmodule
module mux32_2x1(result, operand1, operand2, control);
	input [31:0] operand1, operand2;
	input control;
	output [31:0] result;
	genvar i; generate
		for (i=0; i<32; i=i+1)begin : mux_gen_loop
			mux m(result[i], operand1[i], operand2[i], control);
		end
	endgenerate
endmodule
module mux64_2x1(result, operand1, operand2, control);
	input [63:0] operand1, operand2;
	input control;
	output [63:0] result;
	genvar i;
	generate
		for (i=0; i<64; i=i+1)
		begin : mux_gen_loop
			mux m(result[i], operand1[i], operand2[i], control);
		end
	endgenerate
endmodule
module mux32_4x1(result, operand1, operand2, operand3, operand4, control);
	input [31:0] operand1, operand2, operand3, operand4;
	input [1:0] control;
	output [31:0] result;
	wire [31:0] mux1Wire, mux2Wire;
	mux32_2x1 m1(.result(mux1Wire), .operand1(operand1), .operand2(operand2), .control(control[0]));
	mux32_2x1 m2(.result(mux2Wire), .operand1(operand3), .operand2(operand4), .control(control[0]));
	mux32_2x1 m3(.result(result), .operand1(mux1Wire), .operand2(mux2Wire), .control(control[1]));
endmodule
module mux32_8x1(result, operand1, operand2, operand3, operand4, 
	operand5, operand6, operand7, operand8, control);
	input [31:0] operand1, operand2, operand3, operand4, operand5, operand6, operand7, operand8;
	input [2:0] control;
	output [31:0] result;
	wire [31:0] mux1Wire, mux2Wire;
	mux32_4x1 m1(mux1Wire, operand1, operand2, operand3, operand4, control[1:0]);
	mux32_4x1 m2(mux2Wire, operand5, operand6, operand7, operand8, control[1:0]);
	mux32_2x1 m3(result, mux1Wire, mux2Wire, control[2]);
endmodule
module mux32_16x1(result, operand1, operand2, operand3, operand4, 
	operand5, operand6, operand7, operand8,
	operand9, operand10, operand11, operand12, 
	operand13, operand14, operand15, operand16, control);
	input [31:0] operand1, operand2, operand3, operand4, 
	operand5, operand6, operand7, operand8, 
	operand9, operand10, operand11, operand12, 
	operand13, operand14, operand15, operand16;
	input [3:0] control;
	output [31:0] result;
	wire [31:0] mux1Wire, mux2Wire;
	mux32_8x1 m1(.result(mux1Wire), .operand1(operand1), .operand2(operand2), .operand3(operand3), 
		.operand4(operand4), .operand5(operand5), .operand6(operand6), .operand7(operand7), 
		.operand8(operand8), .control(control[2:0]));
	mux32_8x1 m2(.result(mux2Wire), .operand1(operand9), .operand2(operand10), .operand3(operand11), 
		.operand4(operand12), .operand5(operand13), .operand6(operand14), .operand7(operand15), 
		.operand8(operand16), .control(control[2:0]));
	mux32_2x1 m3(.result(result), .operand1(mux1Wire), .operand2(mux2Wire), .control(control[3]));
endmodule
module mux32_32x1(result, d0, d1, d2, d3, d4, d5, d6, d7, d8, d9, d10, d11, d12, d13, d14, d15, 
	d16, d17, d18, d19, d20, d21, d22, d23, d24, d25, d26, d27, d28, d29, d30, d31, control);
	input [31:0] d0, d1, d2, d3, d4, d5, d6, d7, d8, d9, d10, d11, d12, d13, d14, d15, 
	d16, d17, d18, d19, d20, d21, d22, d23, d24, d25, d26, d27, d28, d29, d30, d31;
	input [4:0] control;
	output [31:0] result;
	wire [31:0] mux1Wire, mux2Wire;
	mux32_16x1 m1(mux1Wire, d0, d1, d2, d3, d4, d5, d6, d7, 
		d8, d9, d10, d11, d12, d13, d14, d15, control[3:0]);
	mux32_16x1 m2(mux2Wire, d16, d17, d18, d19, d20, d21, d22, d23, 
		d24, d25, d26, d27, d28, d29, d30, d31, control[3:0]);
	mux32_2x1 m3(result, mux1Wire, mux2Wire, control[4]);
endmodule
==> results.tsv <==
metric	value	unit
status	finished clean	
final sum of negative setup slack	0	ps
endpoint required time on the critical path	2480	ps
flop count	0	
placed standard-cell area	2990	um2
RSZ-0062 raised after global routing	yes	
cell total in the yosys stat output	224	
vertical die dimension	114	um
final WL	7.08	mm
Cell Count Post-Placement	408	
area growth from synthesis to layout	57.4	%
count of yosys warnings during synthesis	1	
largest net degree at the start of global routing	20	
drt via density	5.02	
Comb pwr share	100.0	%
Worst slew margin	79.5	%
Setup CP Type	input pin to primary output	
final-report max-slew violation count	0	
number of distinct library cells after synthesis	37	
Switching Fraction	40.7	%
wire length of the first global-routing pass	11.3	mm
most numerous logic cells after layout	62 x buf_4, 34 x dlygate4sd2_1, 26 x mux4_2	
worst setup path endpoint	result[18]	
Final GP Congestion	0.930	
Core Area	8680	um2
Mean Syn Cell Area	9.19	um2
net switching component of the power	0.000217	W
Setup crit start kind	input pin	
final clock period utilization by the worst path	98.5	%
shortest clock period the worst path allows after layout	3050	ps
Top Ports	69	
sequential share of power	0	%
total routing usage reported by global routing	10.4	%
share of cells above drive strength 1	47.8	%
peak clock frequency supported by timing	0.328	GHz
slew at the pin closest to its max-slew limit	307	ps
fraction of the yosys area taken by sequential cells	0	%
Total Die Area	13000	um2
DRC violation count after routing	0	
via count of the first global-routing pass	2166	
die width	114	um
Gate Count Post-Synth	224	
leakage component of the power	1.40	nW
antenna diode count	0	
number of antenna violations at the first check in global routing	0	
register cell area after layout	0	um2
count of non-filler cells in the finished layout	420	
DRC marker count from the first detailed-route iteration	105	
hold buffer count at cts	0	
class of the tightest hold or removal check	input pin to primary output	
internal power	0.000316	W
worst endpoint data arrival time	2430	ps
wire length per cell after detailed routing	16.9	um
number of I/O port buffers	69	
Antenna Violating Nets Remaining	0	
most frequent standard cell in the layout excluding fill and tap cells	buf_4	
endpoints failing hold	0	
Chip Area, Yosys	2060	um2
Final Setup Violations	0	
iteration tally of the first detailed-router pass	4	
effective utilization at floorplan	23.7	%
routed via count	2110	
number of violations of the max-capacitance limit	0	
clock network fraction of total power	0	%
grt total ovfl	0	
pwr/cell area	165	nW/um2
beginning of the critical path	operand[9]	
worst ir drop on vdd	0.0000630	V
post-detail-place hpwl	6.04	mm
final cell utilization of the core	37.3	%
CP Capture Type	primary output	
clk_buf instances	0	
OpenROAD warning count	34	
CP max FO	5	
Cell Rows	34	
Netlist Area Pre-Place	2060	um2
post-layout instance area	3240	um2
## metal layers
layer / track usage (%) / vias to the layer above / share of wire (%)
li1: - / 1028 / -
met1: 15.4 / 1007 / 47
met2: 15.6 / 73 / 44
met3: 3.19 / 2 / 8.9
met4: 0.334 / 0 / 0.30
met5: 0 / - / 0
## power groups by stage
stage	clock network [W]	logic, W	registers [W]
6_report	0	0.000534	0
5_1_grt	0	0.000578	0
4_1_cts	0	0.000516	0
## cells in the mapped netlist (all sizes together), types with 3 or more instances
cell type / instances / area, um2
a211oi: 9 / 67.6
a22oi: 6 / 45.0
and2: 4 / 25.0
buf: 44 / 335
clkbuf: 8 / 30.0
mux2: 14 / 158
mux2i: 18 / 180
mux4: 30 / 724
nand2: 15 / 56.3
nand2b: 6 / 37.5
nand3b: 3 / 22.5
nor2: 19 / 71.3
nor2b: 3 / 18.8
nor3: 4 / 20.0
o211ai: 4 / 30.0
o21ai: 8 / 40.0
o22ai: 9 / 56.3
or2: 3 / 18.8
## how the worst min path moves through the flow
stage	slack [ps]	cells past startpoint	to	startpoint
finish	2010	6	result[23]	shift[1]
global route	2080	6	result[23]	shift[1]
CTS	2210	6	result[24]	operand[0]
## stage by stage
step                      setup WS (ps)  total power (W)  hold slack [ps]
final                              46.7         0.000534             2010
after global routing              -27.7         0.000578             2080
after CTS                         -1.92         0.000516             2210
after detailed placement           -439         0.000486             2380
after global placement             -450         0.000484             2390
after floorplan                     431         0.000279             1460
## final cells by class
cell class         count  area, um2
inverters              2       7.51
multi-input cells    170       1830
repair buffers       140       1270
well taps            108        135
fillers              885       5440
## worst max-delay path: stages
cell	delay, ps
dlygate4sd2_1	290
mux4_2	510
mux2_4	320
a22oi_2	190
o21ai_1	90
clkdlybuf4s50_1	410
## repair_timing
| action | in CTS | in global routing |
|---|---|---|
| pin swaps | 12 | 8 |
| endpoints found under the setup margin | 31 | 23 |
| setup buffers | 7 | 5 |
| resized | 89 | 28 |
## cells by family (layout without fill, tap and decap cells)
| family | after synthesis | count (layout) | share of synthesized area (%) |
|---|---|---|---|
| AND/OR/NAND/NOR | 63 | 63 | 15.2 |
| multiplexers | 62 | 62 | 51.6 |
| buffers and inverters | 54 | 142 | 18.1 |
| AND-OR/OR-AND | 45 | 45 | 15.1 |
Power figures rest on the tool's default switching activity, not on a simulated workload.
